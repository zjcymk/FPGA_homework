[/design/flow/config.mk]
export PLATFORM = sky130hd
export DESIGN_NAME = vending_machine
export DESIGN_NICKNAME = vending_machine
export VERILOG_FILES = /design/flow/design.v
export SDC_FILE = /design/flow/constraint.sdc
export NUM_CORES = 4
export LEC_CHECK = 1
export CORE_AREA = 10 10 85 85
export DIE_AREA = 0 0 95 95
[/design/flow/constraint.sdc]
current_design vending_machine

set clk_period 1.9
set clk_io_pct 0.2

create_clock -name clk0 -period $clk_period [get_ports {clk}]

set non_clock_inputs [all_inputs -no_clocks]
set_input_delay [expr $clk_period * $clk_io_pct] -clock clk0 $non_clock_inputs
set_output_delay [expr $clk_period * $clk_io_pct] -clock clk0 [all_outputs]
[/design/flow/design.v]
module vending_machine (
    input       clk,
    input       rstn,
    input [1:0] coin,
    input [3:0] keys,
    output [3:0]change,
    output [3:0]sell     
);
parameter g1 = 2'd1;
parameter g2 = 2'd2;
parameter g3 = 2'd3;
parameter coin1 = 2'b01;  
parameter coin5 = 2'b10;  
parameter timer = 8'd59;  
enum logic [2:0] { 
    IDLE,
    S1,
    S2,
    S3,
    S5
 } state;
logic       refund_key;  
logic [2:0] goods;       
logic [3:0] st_next;     
logic [3:0] st_cur;      
logic [7:0] count;       
logic [3:0] coins;       
logic       refund;      
logic [3:0] change_r;
logic [3:0] sell_r  ;
logic       error_r;
logic refund_reg1;
logic refund_reg2;
logic refund_p;
assign refund_key = keys[0];
assign change = refund_p?change_r:1'b0;
assign sell   = refund_p?sell_r:1'b0;
assign refund_p = refund_reg1&(!refund_reg2);
always_ff @( posedge clk ) begin 
    if (!rstn) begin
        st_cur <= IDLE;
    end else begin
        st_cur <= st_next;
    end
end
always_comb begin 
    if (refund_p)
        st_next <= IDLE;
    else
    case (st_cur)
        IDLE : 
            case (coin)
                coin1: st_next = S1;
                coin5: st_next = S5;
                default: st_next = IDLE;
            endcase
        S1 :
            case (coin)
                coin1: st_next = S2;
                default: st_next = S1;
            endcase
        S2 :
            case (coin)
                coin1: st_next = S3;
                default: st_next = S2;
            endcase
        S3 :
            case (coin)
                coin1: st_next = IDLE;
                default: st_next = S3;
            endcase
        S5 :
            case (coin)
                coin1: st_next = IDLE;
                default: st_next = S5;
            endcase
        default: st_next = IDLE;
    endcase
end
always_ff @( posedge clk ) begin 
    if (!rstn) begin
        change_r <= 1'b0;
        sell_r   <= 1'b0;
        error_r  <= 1'b0;
    end else if (refund_p) begin      
        change_r <= coins;
        sell_r   <= 1'b0;
    end else if (coins == goods) begin   
        change_r <= 1'b0;
        sell_r   <= goods;
    end else if (coins > goods)begin     
        change_r <= coins - goods;
        sell_r   <= goods;
    end else if (coins < goods)begin     
        change_r <= 1'b0;
        sell_r   <= 1'b0;
    end else begin
        change_r <= 1'b0;
    end
end
always_comb begin
    case (st_cur)
        IDLE: coins = 4'd0;
        S1: coins = 4'd1;
        S2: coins = 4'd2;
        S3: coins = 4'd3;
        S5: coins = 4'd5;
        default: coins = 4'b0;
    endcase
end
always_ff @( posedge clk ) begin 
    if (!rstn) begin
        count <= 8'b0;
    end else if ((count == timer)||refund_p) begin
        count <= 8'b0;
    end else 
        count <= count + 1;
end
always_ff @( posedge clk ) begin 
    if (!rstn) begin
        refund <= 1'b0;
    end else if ((count == timer)||refund_key||((coins >= goods)&&(goods != 1'b0)))
        refund <= 1'b1;
    else
        refund <= 1'b0;
end
always_ff @( posedge clk ) begin
    if (!rstn) begin
        refund_reg1 <= 1'b0;
        refund_reg2 <= 1'b0;
    end else begin
        refund_reg1 <= refund;
        refund_reg2 <= refund_reg1;
    end
end
always_comb begin
    case (keys[3:1])
        3'b001: goods = g1;
        3'b010: goods = g2;
        3'b100: goods = g3;
        default: goods = 3'b0;
    endcase
end
endmodule
[/design/flow/run.sh]
#!/bin/bash
# OpenROAD 26Q1-2900-gdf79404cd8, Yosys 0.63+post, stock flow scripts
make -C /OpenROAD-flow-scripts/flow DESIGN_CONFIG=/design/flow/config.mk WORK_HOME=/design/flow/orfs finish
==> impl_metrics.env <==
# yosys + openroad results
export IMPL_hold_buffers=0
export IMPL_diodes=0
export IMPL_grt_pass1_vias=842
export IMPL_first_iter_violations=18
export IMPL_chipArea_sq_um=9030
export IMPL_clk_latency_ns=0.26
export IMPL_cts_max_path_buffers=2
export IMPL_htreeDepth=1
export IMPL_layout_drive_gt1_share=0.274
export IMPL_num_vias=838
export IMPL_setup_violations=0
export IMPL_hold_class="flop to flop"
export IMPL_vias_per_cell=3.84
export IMPL_cts_root_buf="clkbuf_8"
export IMPL_cp_slowest_stage_delay_ns=0.47
export IMPL_syn2layout_area_growth_pct=43.6
export IMPL_min_period_over_period=0.983
export IMPL_yosys_area_sq_um=1060
export IMPL_ys_ff=22
export IMPL_slew_violations=0
export IMPL_synth_area_per_cell_sq_um=8.77
export IMPL_fin_cells=218
export IMPL_pwr_share_seq=0.481
export IMPL_cts_sink_count=22
export IMPL_final_core_util=0.278
export IMPL_ys_cells=121
export IMPL_gr_total_overflow=0
export IMPL_synthCells=121
export IMPL_rsz0062_at_grt="yes"
export IMPL_comb_area_sq_um=668
export IMPL_status="completed"
export IMPL_cts_buffers=3
export IMPL_critPathSlowestCell="or4_4"
export IMPL_hold_viol_final=0
export IMPL_crit_arrival_ns=2.07
export IMPL_n_fill_cell=572
export IMPL_p_sw_uw=252
export IMPL_drcViolationCount=0
export IMPL_swShare=0.241
export IMPL_seq_area_sq_um=445
export IMPL_crit_fanout=2
export IMPL_ir_worst_vdd_v=0.000317
export IMPL_clock_fmax_mhz=535
export IMPL_drtAntennaViolNets=0
export IMPL_grt_usage=0.0482
export IMPL_first_pass_iters=2
export IMPL_p_leak_uw=0.000620
export IMPL_grt_max_degree=13
export IMPL_detail_route_wl_per_cell_microns=9.50
export IMPL_netlist_area_sq_um=1060
export IMPL_die_x_microns=95
export IMPL_period_needed_ns=1.87
export IMPL_hpwlAfterDp_microns=1630
export IMPL_power_density_nw_per_um2=686
export IMPL_warning_count=29
export IMPL_fin_ws_ns=0.0325
export IMPL_finClkSkew_ns=0.000906
export IMPL_gp_congestion=0.815
export IMPL_synth_warnings=1
export IMPL_comb_power_share=0.205
export IMPL_fp_row_count=27
export IMPL_p_int_uw=793
export IMPL_endpoint_kind="flop"
export IMPL_drv_cap=0
export IMPL_cp_cell_sequence="buf_8, xnor2_4, nor2_4, ha_4, fa_2, ha_4, or4_4, a21oi_2"
export IMPL_core_sq_um=5470
export IMPL_critical_path_startpoint_type="input pin"
export IMPL_worstSetupPathType="input pin to flop"
export IMPL_ys_seq_share=0.415
export IMPL_cts_tree="built"
export IMPL_antenna_found_initial=0
export IMPL_clk_pin_slew_ns=0.08
export IMPL_fin_hold_ws_ns=0.438
export IMPL_pin_count=16
export IMPL_die_h_microns=95
export IMPL_fp_util=0.194
export IMPL_ys_types=34
export IMPL_grt_pass1_wl_microns=3630
export IMPL_wirelength_microns=2070
export IMPL_place_inst=212
export IMPL_pre_cts_slack_ns=-0.703
export IMPL_p_clk_frac=0.314
export IMPL_port_buffers=13
export IMPL_required_ns=2.10
export IMPL_crit_top_cell="ha_4"
## kinds of logic after synthesis
| family | count (synthesis) | share of synthesized area |
|---|---|---|
| DFF | 22 | 0.415 |
| muxes | 4 | 0.0377 |
| other | 1 | 0.00353 |
| xor gates and xnor gates | 4 | 0.0330 |
| and+or+nand+nor | 49 | 0.246 |
| AOI/OAI and AO/OA | 19 | 0.114 |
| buffers and inverters | 15 | 0.0601 |
| adders and majority gates | 7 | 0.0896 |
## worst paths after layout
check,cells past startpoint,slack (ns),startpoint,end
min,1,0.44,refund,refund_reg1
min reg2reg,1,0.44,refund,refund_reg1
max,8,0.03,keys[1],change_r[2]
max reg2reg,5,0.06,st_cur[3],change_r[1]
## power groups by stage
stage	logic, uW	registers [uW]	clock network [uW]
6_report	215	502	328
4_1_cts	186	501	342
5_1_grt	242	507	366
## metrics by stage
step           total power, uW  TNS, ns  cell area, sq um
4_1_cts                   1030  -0.0402              1440
3_5_place_dp               686    -4.18              1360
6_report                  1040        0              1520
5_1_grt                   1110  -0.0199              1520
3_3_place_gp               687    -4.10              1360
2_1_floorplan              617   -0.107              1090
## Yosys cell counts
| cell type | instances | area share |
|---|---|---|
| and3_1 | 2 | 0.012 |
| fa_1 | 1 | 0.019 |
| a311oi_1 | 1 | 0.0083 |
| conb_1 | 1 | 0.0035 |
| or4_1 | 2 | 0.014 |
| nand3_1 | 4 | 0.019 |
| or4b_4 | 1 | 0.013 |
| o21bai_1 | 1 | 0.0071 |
| nor2_1 | 14 | 0.050 |
| inv_1 | 10 | 0.035 |
| or3_1 | 3 | 0.018 |
| and3b_1 | 1 | 0.0083 |
| nand2_1 | 6 | 0.021 |
| buf_1 | 1 | 0.0035 |
| nor2b_1 | 2 | 0.012 |
| nand2b_1 | 2 | 0.012 |
| clkbuf_1 | 2 | 0.0071 |
| o211ai_2 | 1 | 0.012 |
| o2bb2ai_1 | 1 | 0.0083 |
| nor4_1 | 1 | 0.0059 |
| o21ai_0 | 7 | 0.033 |
| buf_4 | 2 | 0.014 |
| a21oi_1 | 4 | 0.019 |
| dfxtp_1 | 22 | 0.42 |
| a2bb2oi_1 | 1 | 0.0083 |
| o21a_1 | 1 | 0.0071 |
| nand4_1 | 1 | 0.0059 |
| and2_1 | 8 | 0.047 |
| mux2i_1 | 4 | 0.038 |
| nor3_1 | 2 | 0.0094 |
| xor2_1 | 2 | 0.017 |
| a31oi_1 | 2 | 0.012 |
| xnor2_1 | 2 | 0.017 |
| ha_1 | 6 | 0.071 |
## repair_timing
item	4_1_cts	5_1_grt
setup buffers	1	2
pin swaps	5	12
endpoints found under the setup margin	13	10
endpoints found under the hold margin	0	0
resized	19	21
## cell usage in the layout, fill, tap and decap left out, types with 6 or more instances in the layout
cell type        Yosys  layout
inv_1               10      10
clkdlybuf4s50_1      0       9
dfxtp_1             22      18
nor2_1              14      12
o21ai_0              7       7
and2_1               8       7
buf_4                2      11
nand2_1              6       6
## routing by layer
metal / vias to the layer above / track usage / routed length, microns
li1: 458 / - / -
met1: 367 / 0.0618 / 993
met2: 11 / 0.0801 / 945
met3: 2 / 0.0160 / 117
met4: 0 / 0.00499 / 14
met5: - / 0 / 0
## worst max-delay path, delay by kind of cell
| family | cells | cell delay (ns) |
|---|---|---|
| AND-OR/OR-AND | 1 | 0.13 |
| AND/OR/NAND/NOR | 2 | 0.54 |
| buffers and inverters | 1 | 0.10 |
| adder cells (fa/ha/maj) | 3 | 0.75 |
| XOR/XNOR | 1 | 0.17 |
## cell type report
| type | count | area share |
|---|---|---|
| multi-input cells | 85 | 0.438 |
| flip-flops and latches | 22 | 0.292 |
| repair buffers | 25 | 0.149 |
| well taps | 72 | 0.0591 |
| clock buffers | 4 | 0.0361 |
| inverters | 10 | 0.0246 |
## flip-flops by register name, summed over array words and instances, names as in the netlist
register     flops
count            8
st_cur           5
change_r         4
sell_r           2
refund           1
refund_reg1      1
refund_reg2      1
Power and IR drop assume default switching activity.
